### design/flow/constraint.sdc
current_design EXtoMEM

set clk_period 1.0
set clk_io_pct 0.2

create_clock -name clk0 -period $clk_period [get_ports {clk}]

set non_clock_inputs [all_inputs -no_clocks]
set_input_delay [expr $clk_period * $clk_io_pct] -clock clk0 $non_clock_inputs
set_output_delay [expr $clk_period * $clk_io_pct] -clock clk0 [all_outputs]
### design/flow/design.v
module IFtoID(
input clk,
input IFtoIDWrite,
input [31:0] im_dout,
input [31:0] adder,
output reg [63:0] IFout,
input branchCtrl,
input PCsrc
);
always @(posedge clk)begin
	if(PCsrc)begin
		IFout<=64'b0;
	end
	else if((IFtoIDWrite))begin
		IFout<=IFout;
	end
	else begin
		IFout<={adder,im_dout};
	end
end
endmodule 
module IDtoEX(
input clk,
input RegDst, 
input RegWrite, 
input ALUSrc, 
input MemRead, 
input MemWrite, 
input MentoReg, 
input [3:0] ALUOp, 
input ALUjumplimk, 
input [2:0] Loadop, 
input [1:0] Saveop, 
input [63:0] IFout, 
input [31:0] RegOutA, 
input [31:0] RegOutB, 
input [31:0] EXTImm, 
input [4:0] rs, 
input [4:0] rt, 
input [4:0] rd, 
output reg [158:0]IDout
);
always @(posedge clk)begin
	IDout<={RegDst,RegWrite,ALUSrc,MemRead,MemWrite,MentoReg,ALUOp,ALUjumplimk,Loadop,Saveop,IFout[63:32],RegOutA,RegOutB,EXTImm,rs,rt,rd};
end
endmodule
module EXtoMEM(
input clk,
input RegWrite, 
input MemRead, 
input MemWrite, 
input MentoReg, 
input [2:0] Loadop, 
input [1:0] Saveop, 
input [31:0] ADDPC, 
input [31:0] ALUresult, 
input [31:0] dataB, 
input [4:0] Regadd, 
output reg [109:0] EXout
);
always @(posedge clk)begin
	EXout<={RegWrite,MemRead,MemWrite,MentoReg,Loadop,Saveop,ADDPC,ALUresult,dataB,Regadd};
end 
endmodule
module MEMtoWB(
input clk,
input RegWrite, 
input MentoReg, 
input [31:0] ALUdata, 
input [31:0] MEMdata, 
input [4:0] Regadd, 
output reg [70:0] MEMout
);
always @(posedge clk)begin
		MEMout<={RegWrite,MentoReg,ALUdata,MEMdata,Regadd};
end
endmodule
### design/flow/config.mk
export PLATFORM = sky130hd
export DESIGN_NAME = EXtoMEM
export DESIGN_NICKNAME = EXtoMEM
export VERILOG_FILES = /design/flow/design.v
export SDC_FILE = /design/flow/constraint.sdc
export NUM_CORES = 4
export LEC_CHECK = 1
export CORE_AREA = 10 10 139 139
export DIE_AREA = 0 0 149 149
### design/flow/run.sh
#!/bin/bash
# OpenROAD 26Q1-2900-gdf79404cd8, Yosys 0.63+post, stock flow scripts
make -C /OpenROAD-flow-scripts/flow DESIGN_CONFIG=/design/flow/config.mk WORK_HOME=/design/flow/orfs finish
==> results.txt <==
run metrics: cells along the critical path=buf_2, Yosys warning count=1, final routed DRC violation total=0, clock sink count=110, global routing's busiest layer=met2, critical path depth=1, CP startpoint kind=flip-flop, Post-DP HPWL=6250 microns, Inserted Clock Buffers=9, Routed Antenna Nets=0, critical path endpoint category=primary output, Worst path slowest cell=dfxtp_1, final core occ=0.270, CP Capture Point=EXout[109], Tmin final=0.965 ns, Hold Crit Class=in2reg, gr usage total=0.0633, FP Rows=47, status=complete, no violations, cts repair resizes=345, crit-path max FO=1, most used logic cell in the final layout=clkdlybuf4s50_1, worst path required time=0.80 ns, logic area=0 sq um, max incr delay on CP=0.31 ns, WP data arrival=0.77 ns, Reg clk slew, reported paths=0.07 ns, crit path launch=EXout[109], core area=16500 sq um, CTS tree=yes, pin count of the biggest net entering global routing=17, synthesized cell area=2200 sq um, Synth-to-Final Area Change=102%, Post-DP Area=4680 sq um, Buf/Inv on CP=1, RSZ-0062 raised after global routing=true, Initial DRC Count=27, PD cells=1940 nW/um^2, peak supply drop=763 uV, Port Buffers=220, CTS Hold Bufs=0, die width=149 microns, floorplan utilization=0.134, # H-tree levels=3, fin area=4450 sq um, DIE HEIGHT=149 microns, die area=22200 sq um, first-pass GRT wire length=10700 microns, Chip Area, Yosys=2200 sq um, initial antenna violation count=0, first-pass iteration count of the detailed router=2, share of layout cells above drive strength 1=0.402, Post-synth regs=110, met3 usage in global routing=0.0625, Post-CTS Setup Repair Bufs=0, tool warning count=26, routed vias/inst=2.90, post-synthesis area per instance=20.0 sq um, top-level I/O count=221, Pleak=1.93 nW, max reg flops=110, GRT overflow=0, max-cap violations=0, vias in the first global route=1795, fin crit share=0.965, most common logic cells in the final layout=clkdlybuf4s50_1, buf_2, dfxtp_1, dfxtp_2, clkbuf_16, GR Util met2=0.0901, via count=1644, number of setup violations in the final report=0, WL final=7450 microns, fmax=1.04 GHz, Synth Instances=110, root buf cell=clkbuf_16, Longest Clk Path Bufs=2, final hold violation count=0, Synth Seq Share=1.00, ys cells=110, Crit Path Class=reg2out, GP Congestion=0.812, WL/cell=13.2 microns, Pins Over Slew Limit=0, biggest regs=EXout x110, multi-input gates=0, n_diodes=0, Crit path max-delay family=flip-flops, GR Util met1=0.0660, synth unique cells=1, Largest Register=EXout, Worst-Margin Slew=0.111 ns, Slew Limit Headroom=0.926
routing by layer:
metal,up-vias,part of all wire
li1,798,-
met1,686,0.35
met2,149,0.41
met3,11,0.21
met4,0,0.022
met5,-,0
worst min path at each step:
stage	startpoint	to	slack (ns)	cells past startpoint
CTS	dataB[26]	EXout[31]	0.26	1
global route	Saveop[0]	EXout[101]	0.26	1
finish	ADDPC[22]	EXout[91]	0.29	1
power breakdown:
group	switching [mW]	internal (mW)
Combinational	0.102	0.517
Sequential	0.0456	4.62
Clock	1.47	1.89
Total	1.61	7.03
cell type report:
type	instances	area (sq um)
timing repair buffer	220	1660
tap	220	275
sequential	110	2220
clock buffer	14	274
clock inverter	2	15.0
fill	1714	12000
synth_stat cells (all sizes together):
master  number  area share
dfxtp      110         1.0
cell families after synthesis:
| kind of cell | synth area share |
|---|---|
| flops | 1.00 |
per-stage QoR:
step	hold slack [ns]	setup WS (ns)	setup TNS, ns	cells	total power [mW]
floorplan	0.228	0.538	0	110	4.71
global placement	0.650	-0.0143	-0.0143	550	5.62
detailed placement	0.652	-0.0156	-0.0199	550	5.62
CTS	0.263	0.00255	0	566	8.85
global route	0.261	-0.0211	-0.143	566	9.11
finish	0.288	0.0346	0	566	8.65
Power and IR drop assume default switching activity.
